==> /design/flow/design.v <==
module itcm (
    input wire clk,                    
    input wire [31:0] addr,            
    output reg [31:0] data_out,        
    output reg ack                     
);
    parameter ITCM_SIZE = 1024;        
    reg [31:0] memory [0:ITCM_SIZE-1];
    initial begin
        memory[0] = 32'h00100113;   
        memory[1] = 32'h00400113;   
        memory[2] = 32'h00202023;   
        memory[3] = 32'h00002183;   
        memory[4]  = 32'h00000013;   
        memory[5]  = 32'h00000013;   
        memory[6]  = 32'h00000013;   
    end
    always @(posedge clk) begin
        data_out <= memory[addr[11:2]];   
        ack <= 1'b1;                      
    end
endmodule
==> /design/flow/run.sh <==
#!/bin/bash
# OpenROAD 26Q1-2900-gdf79404cd8, Yosys 0.63+post, stock flow scripts
make -C /OpenROAD-flow-scripts/flow DESIGN_CONFIG=/design/flow/config.mk WORK_HOME=/design/flow/orfs finish
==> /design/flow/config.mk <==
export PLATFORM = sky130hd
export DESIGN_NAME = itcm
export DESIGN_NICKNAME = itcm
export VERILOG_FILES = /design/flow/design.v
export SDC_FILE = /design/flow/constraint.sdc
export NUM_CORES = 4
export LEC_CHECK = 1
export CORE_AREA = 10 10 70 70
export DIE_AREA = 0 0 80 80
export SYNTH_MEMORY_MAX_BITS = 65536
==> /design/flow/constraint.sdc <==
current_design itcm

set clk_period 1.0
set clk_io_pct 0.2

create_clock -name clk0 -period $clk_period [get_ports {clk}]

set non_clock_inputs [all_inputs -no_clocks]
set_input_delay [expr $clk_period * $clk_io_pct] -clock clk0 $non_clock_inputs
set_output_delay [expr $clk_period * $clk_io_pct] -clock clk0 [all_outputs]
==> summary.txt <==
The layout was made with Yosys and OpenROAD.

For this run the detailed placement stage logged an HPWL of 675.9 um. Setup repair after global routing left no endpoint under its margin. The wire length on met3 is 105 um.

In the final layout, the share of cells above drive strength 1 is 0.1786. The category of cells accounting for the largest share of critical-path delay is flip-flops. The worst setup path is launched from a flop.

The routed design could run at a clock period as short as 954.9 ps. The cell count after synthesis is 43. The post-CTS clock slew at the launch and capture registers of the worst setup and hold paths is roughly 50 ps. The maximum buffer depth of the clock tree is 2. The worst IR drop on VDD is roughly 0.18 mV. The chip occupies 6400 sq um. Pins over their slew limit in the final report were tallied at 0. The cell with the largest stage delay on the worst path is sky130_fd_sc_hd__dfxtp_1. The starting density of the core is 0.1147. The share of total power dissipated in the clock network is 0.403. The total standard cell area after synthesis is 391.6 sq um. The highest clock rate this design can be run at is ~1.0 GHz.

The via-per-instance ratio is 2.088. In the synthesis report, Yosys lists the chip area as 391.6 sq um. The leakage component of the power was reported as roughly 0.24 nW. The CTS report gives the tree buffer count as 3. roughly 66 I/O pins were placed. The highest metal layer used by the detailed router is met4. The report counts max-capacitance violations totalling 0. The first element of the critical path is data_out[13]. Summed over all failing endpoints, the final setup total negative slack is 0 ps. The synthesis stat section lists a flop and latch total of 7. In this run, the synthesized area fraction spent on xor and xnor cells is recorded as 0. The first-pass GRT wire length is roughly 1000 um. Entering global routing, the biggest net connects 5 pins. Yosys reports the multiplexer fraction of the synthesized area as 0.

The initialized floorplan defines 21 standard-cell rows. The routed length on met2 is about 350 um. Per the post-route antenna check, the number of violating nets is 0.

In this run, the synthesized area fraction spent on adder and majority cells is recorded as 0. The last weighted congestion value of the routability-driven placer is 0.6618. The number of antenna violations at the first check in global routing was 0.

TritonCTS built the clock tree. STA classifies the critical path endpoint as a primary output. Max fanout on the critical path was recorded as 1. The synthesized area divided by synthesized cell count is 9.108 sq um. Per STA, the worst path is made up of dlygate4sd2_1. The count of buffering cells on the critical path with inverters included is 1.

Data on the critical path arrives at its endpoint at around 750 ps. The die is ~80 um tall. Per the synthesis report, the simple-gate share of the synthesized area is 0.09265. The synthesis run identifies the leading combinational cell family as buffers and inverters.

In the per-layer breakdown of the detailed-route log, met1 shows around 250 um. Per the log, the first TritonRoute iteration ended with a DRC count of 2. The area growth from synthesis to layout is 22.68%.

The registers reported with the highest flop counts are data_out x7. 0 antenna diodes ended up in the layout. Once layout is complete, the cells apart from fillers number slightly above 100. The end point of the critical path is data_out[13]. Ranking logic cells in the layout by count gives the top entries sky130_fd_sc_hd__conb_1 (25), sky130_fd_sc_hd__dfxtp_1 (5), sky130_fd_sc_hd__dlygate4sd2_1 (5).

The net switching power in the latest report is between 0.0001 and 0.00015 W. Across every metal layer, demand over resource in global routing totals 0.01876. The count of final setup violators is 0.

The period utilization is 0.9549. The switching share of total power is 0.1896. The routed length per instance is approximately 7.2 um.

Synthesis instantiated 9 different standard cells from the library. The standard cell core area is between 3000 and 4000 sq um. The most common logic cell in the final layout is sky130_fd_sc_hd__conb_1. Total power normalized to cell area comes to about 1200 nW/um^2. The sequential share of power is 0.502. For this run, the slowest stage of the critical path takes slightly below 300 ps. The number of cells in Yosys stat is between 40 and 50.

In the final report, the number of hold violations comes to 0. The count of clock tree sinks is 7. The number of warnings printed during yosys synthesis is 1.

Detailed routing inserted a total of about 210 vias. The type of the worst setup path is flop to primary output. Per the detail_route report, DRC violations left total 0. In this run, the synthesized area fraction spent on AND-OR/OR-AND gates is recorded as 0.01278.

OpenROAD emitted warnings numbering ~54. The root buffer cell chosen for the clock tree is sky130_fd_sc_hd__clkbuf_4. The kind of path behind the tightest hold check is input pin to flop. The detailed-routing iteration count for the pre-antenna-repair pass is 2. All stages included, the depth of the critical timing path comes to 1.

The largest register by flop count is data_out. Counting tap cells, the placed design contains a total of slightly below 100 instances. Per Yosys stat, the portion of area used by sequential elements is 0.3578. Internal power comes to roughly 0.00048 W. The register with the most flip-flops in the layout has 7 of them. The OpenROAD report gives the critical path a required time of roughly 800 ps. The number of global-route vias before repair is 255. The width of the die is ~80 um. Of the total power, combinational logic draws 0.094.

The H-tree depth is 1. The flow ran to the end, and the final reports show no timing, DRC or antenna violations. Input and output buffers added on the ports amount to 11. The remaining global-route overflow is 0. The wire length after detailed routing is about 730 um.
[what timing repair did]
action | in CTS | in global routing
hold buffers | 0 | 0
endpoints found under the setup margin | 8 | 2
gates resized | 11 | 2
setup buffers | 0 | 0
[stage by stage]
stage	power (W)	hold slack, ps	cell area, sq um	utilization	setup WS, ps
global placement	0.0003709	804.0	457.9	0.1341	-50.42
floorplan	0.0003822	266.9	478.0	-	420.2
CTS	0.0006133	553.1	478.0	0.1399	6.199
global route	0.0006326	558.9	480.5	0.1407	3.558
detailed placement	0.0003708	815.8	457.9	0.1341	-69.00
finish	0.0005915	562.5	480.5	0.1407	45.10
[synthesized netlist by cell type]
| master | count | area (sq um) |
|---|---|---|
| sky130_fd_sc_hd__a21oi_1 | 1 | 5.000 |
| sky130_fd_sc_hd__nor2_2 | 2 | 12.51 |
| sky130_fd_sc_hd__conb_1 | 2 | 7.510 |
| sky130_fd_sc_hd__inv_2 | 1 | 3.750 |
| sky130_fd_sc_hd__nor2b_4 | 1 | 13.76 |
| sky130_fd_sc_hd__nor3_1 | 2 | 10.01 |
| sky130_fd_sc_hd__inv_1 | 1 | 3.750 |
| sky130_fd_sc_hd__dfxtp_1 | 7 | 140.1 |
| sky130_fd_sc_hd__buf_4 | 26 | 195.2 |
[worst min path at each step]
stage                   start  slack [ps]  cells after the start           end
final                 addr[3]         560                      2  data_out[13]
after global routing  addr[3]         560                      2  data_out[13]
after CTS             addr[3]         550                      2  data_out[13]
[routing by layer]
metal / vias up / global-route usage
met5: - / 0
met4: 0 / 0.01408
met3: 2 / 0.01136
met2: 23 / 0.02809
met1: 85 / 0.01863
li1: 103 / -
[cell families after synthesis]
kind of cell,count (synthesis)
other cells,2
compound gates,1
simple gates,5
buf+inv,28
flops,7
[power groups by stage]
stage / Combinational [W] / Sequential, W / Clock, W
5_1_grt: 0.0000679 / 0.000297 / 0.000267
4_1_cts: 0.0000600 / 0.000297 / 0.000256
6_report: 0.0000558 / 0.000297 / 0.000239
[area by class of cell]
type | instances | area [sq um]
Sequential cell | 7 | 142.6
Clock buffer | 4 | 26.28
Tap cell | 46 | 57.56
Multi-Input combinational cell | 31 | 135.1
Inverter | 2 | 7.507
Fill cell | 395 | 2935
Timing Repair Buffer | 12 | 111.4
Power is estimated from default activity; no workload was simulated.
